==> constraint.sdc <==
current_design TerisDisplay

set clk_period 1.2
set clk_io_pct 0.2

create_clock -name clk0 -period $clk_period

set non_clock_inputs [all_inputs -no_clocks]
set_input_delay [expr $clk_period * $clk_io_pct] -clock clk0 $non_clock_inputs
set_output_delay [expr $clk_period * $clk_io_pct] -clock clk0 [all_outputs]
==> config.mk <==
export PLATFORM = sky130hd
export DESIGN_NAME = TerisDisplay
export DESIGN_NICKNAME = TerisDisplay
export VERILOG_FILES = /design/flow/design.v
export SDC_FILE = /design/flow/constraint.sdc
export NUM_CORES = 4
export LEC_CHECK = 1
export CORE_AREA = 10 10 90 90
export DIE_AREA = 0 0 100 100
==> run.sh <==
#!/bin/bash
# OpenROAD 26Q1-2900-gdf79404cd8, Yosys 0.63+post, stock flow scripts
make -C /OpenROAD-flow-scripts/flow DESIGN_CONFIG=/design/flow/config.mk WORK_HOME=/design/flow/orfs finish
==> design.v <==
module TerisDisplay(
	input			clk,
	input			rst,
	input			Wall,
	input[23:0]		WallData,
	input			NextDisplayEn,
	input[23:0]		NextDisplayData,
	input			CurrDisplayEn,
	input[23:0]		CurrDisplayData,
	input			MapDisplayEn,
	input[23:0]		MapDisplayData,
	output[23:0]	odata
);
assign odata = (Wall == 1'b1) ? WallData : (NextDisplayEn == 1'b1) ? NextDisplayData :
		   (CurrDisplayEn == 1'b1) ? CurrDisplayData : (MapDisplayEn == 1'b1) ? MapDisplayData :'d0;
endmodule 
==> deck_impl_summary.md <==
Flow Results at a Glance

Synthesis
  – # Cells Yosys: 90
  – Syn_area_per_cell: 6.69 um^2
  – Cells taking the most area after synthesis: o22ai_1 (24%), a22oi_1 (24%), a21oi_1 (18%)
  – Top cell area share: 23.9%
  – Synth area leader: o22ai_1
  – Synth warn: 0
  – Synth Cell Area: 602 um^2
  – Cells after Synth: 90
  – Distinct lib cells: 16
  – Synth Seq Share: 0%
  – Yosys Chip Area: 602 um^2

Timing
  – Setup TNS: -2420 ps
  – Max_slew headroom: 81.4%
  – Max Slew Vio Count: 0
  – Final period util: 112%
  – Min Tclk post-route: 1350 ps
  – Final worst slack: -145 ps
  – Min Hold Slack: 839 ps
  – Hold Vio Cnt, Final: 0
  – RSZ-0062 raised after global routing: true
  – Final Setup Violations: 24
  – Max Freq: 743 MHz
  – Worst-Margin Slew: 278 ps

Die
  – Pre-Place Util: 9.59%
  – FP Rows: 29
  – Core Area: 0.00628 mm^2
  – Die X: 100 um
  – IO Count: 126
  – Die Y: 100 um
  – Chip area: 0.0100 mm^2

Final layout
  – Logic area: 866 um^2
  – Layout area overhead: 324%
  – Flop Count: 0
  – Filler cells: 594
  – Post-route insts no fill: 305
  – Share of layout cells above drive strength 1: 50.0%
  – Sequential Area: 0 um^2
  – # clk buffers: 0
  – Final core occ: 40.6%

Global route
  – First-pass GRT wire length: 8060 um
  – Vias in the first global route: 1477
  – Largest net degree at the start of global routing: 14
  – Total GRT Usage: 9.91%
  – Total gr overflow: 0
  – Initial antenna violation count: 0

Critical path
  – Kind of critical path: in -> out
  – Crit path max fanout: 6
  – Critical Path AT: 1110 ps
  – Slowest stage delay, CP: 170 ps
  – Crit path max-delay family: buffers and inverters
  – Most common cell on crit path: buf_8
  – Critical path, cell by cell: buf_8 -> nor2b_4 -> buf_6 -> buf_8 -> a22oi_2 -> a21oi_1 -> buf_2
  – Crit. End Element: output pin
  – CP startpoint kind: input port
  – Slowest CP cell: nor2b_4
  – CP required: 960 ps
  – Critical path buffer and inverter count: 4

Placement
  – PortBufs: 124
  – Placed cell count: 290
  – Post-DP HPWL: 4060 um
  – Placer Congestion: 0.755
  – Setup WS pre-CTS: -904 ps

Route
  – Wire per inst: 18.8 um
  – Final antenna-violating net count: 0
  – First DRT Iteration DRCs: 26
  – Drt pass-1 iters: 4
  – Via count: 1361
  – Antenna Cells: 0
  – Routed wire length: 5720 um
  – Residual DRC: 0
  – Via/cell ratio: 4.46

Flow run
  – Tool warnings: 36
  – Max cap viols: 0

Clock network
  – Hold_buf cts: 0

Outcome
  – Violated checks: setup timing
  – Status: finished with violations

Power and ir drop
  – Pwr dens: 358 mW/mm^2
  – Max VDD drop: 0.000165 V
  – Pleak: 1.11 nW

Worst hold path
  – Worst hold path type: in -> out
==> timing repair <==
| action | 4_1_cts | 5_1_grt |
|---|---|---|
| setup endpoints to repair | 24 | 24 |
| cloned | 6 | 1 |
| gates resized | 179 | 44 |
| endpoints found under the hold margin | 0 | 0 |
| pin swaps | 53 | 24 |
| buffers inserted | 11 | 2 |
==> synthesized netlist by cell type (all sizes together) <==
library cell / instances
nand2b: 1
a31oi: 2
nor2: 1
o22ai: 23
buf: 10
a22oi: 22
inv: 1
o21ai: 1
nand2: 2
clkbuf: 1
nand3b: 2
nor2b: 1
a21oi: 22
or3b: 1
==> cells by family (layout without fill, tap and decap cells) <==
kind of cell,count (synthesis),count (layout),synth area share (%)
AOI/OAI and AO/OA,70,70,75.1
buffers and inverters,12,150,15.4
and+or+nand+nor,8,8,9.56
==> path summary, 6_finish.rpt <==
kind,to,slack [ps],cells past startpoint,start
hold / removal,odata[22],840,4,CurrDisplayData[22]
setup / recovery,odata[17],-150,7,CurrDisplayEn
==> per-stage QoR <==
stage | cell area [um^2] | total power [mW]
6_report | 2550 | 0.914
5_1_grt | 2550 | 0.973
4_1_cts | 2430 | 0.884
3_5_place_dp | 2000 | 0.739
3_3_place_gp | 2000 | 0.738
2_1_floorplan | 602 | 0.180
==> routing by layer <==
metal  up-vias  routed length, um  track usage (%)
met4         0                 10                0
met1       608               2570             12.8
met3         2                732             4.65
li1        658                  -                -
met2        93               2410             15.7
met5         -                  0                0
==> layout make-up <==
type	count	share of cell area (%)
Inverter	1	0.147
Multi-Input combinational cell	78	34.0
Tap cell	77	3.78
Timing Repair Buffer	149	62.1
==> layout by cell type (no fill, tap or decap), types with 5 or more instances in the layout <==
cell type        count
dlygate4sd2_1       14
buf_8                5
o22ai_2             16
dlymetal6s2s_1      20
a21oi_1             13
o22ai_4              7
buf_2               24
clkdlybuf4s50_1     61
buf_6                6
a21oi_2              9
a22oi_2             22
buf_4                5
buf_12               8
==> where the power goes <==
part	leakage, nW	total [mW]	internal (mW)	switching [mW]
sequential	0	0	0	0
combinational	1.11	0.914	0.600	0.314
clock	0	0	0	0
==> tightest hold or removal path: stages <==
cell            delay (ps)
dlymetal6s2s_1         120
nand2_1                 60
a31oi_1                 80
buf_2                  100
Power is estimated from default activity; no workload was simulated.
