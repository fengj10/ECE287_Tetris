<file path="design/flow/design.v">
module TerisNextCharDisplay(
	input			clk,
	input			rst,
	input[8:0]		x_addr,
	input[8:0]		y_addr,
	input[9:0]		dot1,
	input[9:0]		dot2,
	input[9:0]		dot3,
	input[9:0]		dot4,
	output		NextDisplayEn,
	output[23:0]	NextDisplayData
);
localparam	TerisW	=	'd10;
localparam	TerisH	=	'd10;
localparam	XStart	=	'd00;
localparam	YStart	=	'd50;
reg NextDisplayEnReg1;
reg NextDisplayEnReg2;
reg NextDisplayEnReg3;
reg NextDisplayEnReg4;
assign NextDisplayEn = NextDisplayEnReg1 || NextDisplayEnReg2 || NextDisplayEnReg3 || NextDisplayEnReg4;
assign NextDisplayData = 23'h00FF00;	
always@(posedge clk or negedge rst)
begin
	if(rst == 1'b0)
		NextDisplayEnReg1 <= 1'b0;
	else if(x_addr > (TerisW*dot1[9:5] + XStart)  && x_addr < (TerisW*dot1[9:5] + XStart + TerisW))
		if(y_addr > (TerisH*dot1[4:0] + YStart) && y_addr < (TerisH*dot1[4:0] + YStart + TerisH))
			NextDisplayEnReg1 <= 1'b1;
		else
			NextDisplayEnReg1 <= 1'b0;
	else
		NextDisplayEnReg1 <= 1'b0;
end
always@(posedge clk or negedge rst)
begin
	if(rst == 1'b0)
		NextDisplayEnReg2 <= 1'b0;
	else if(x_addr > (TerisW*dot2[9:5] + XStart)  && x_addr < (TerisW*dot2[9:5] + XStart + TerisW))
		if(y_addr > (TerisH*dot2[4:0] + YStart) && y_addr < (TerisH*dot2[4:0] + YStart + TerisH))
			NextDisplayEnReg2 <= 1'b1;
		else
			NextDisplayEnReg2 <= 1'b0;
	else
		NextDisplayEnReg2 <= 1'b0;
end
always@(posedge clk or negedge rst)
begin
	if(rst == 1'b0)
		NextDisplayEnReg3 <= 1'b0;
	else if(x_addr > (TerisW*dot3[9:5] + XStart)  && x_addr < (TerisW*dot3[9:5] + XStart + TerisW))
		if(y_addr > (TerisH*dot3[4:0] + YStart) && y_addr < (TerisH*dot3[4:0] + YStart + TerisH))
			NextDisplayEnReg3 <= 1'b1;
		else
			NextDisplayEnReg3 <= 1'b0;
	else
		NextDisplayEnReg3 <= 1'b0;
end
always@(posedge clk or negedge rst)
begin
	if(rst == 1'b0)
		NextDisplayEnReg4 <= 1'b0;
	else if(x_addr > (TerisW*dot4[9:5] + XStart)  && x_addr < (TerisW*dot4[9:5] + XStart + TerisW))
		if(y_addr > (TerisH*dot4[4:0] + YStart) && y_addr < (TerisH*dot4[4:0] + YStart + TerisH))
			NextDisplayEnReg4 <= 1'b1;
		else
			NextDisplayEnReg4 <= 1'b0;
	else
		NextDisplayEnReg4 <= 1'b0;
end
endmodule 
</file>
<file path="design/flow/run.sh">
#!/bin/bash
# OpenROAD 26Q1-2900-gdf79404cd8, Yosys 0.63+post, stock flow scripts
make -C /OpenROAD-flow-scripts/flow DESIGN_CONFIG=/design/flow/config.mk WORK_HOME=/design/flow/orfs finish
</file>
<file path="design/flow/config.mk">
export PLATFORM = sky130hd
export DESIGN_NAME = TerisNextCharDisplay
export DESIGN_NICKNAME = TerisNextCharDisplay
export VERILOG_FILES = /design/flow/design.v
export SDC_FILE = /design/flow/constraint.sdc
export NUM_CORES = 4
export LEC_CHECK = 1
export CORE_UTILIZATION = 40
</file>
<file path="design/flow/constraint.sdc">
current_design TerisNextCharDisplay

set clk_period 1.5
set clk_io_pct 0.2

create_clock -name clk0 -period $clk_period [get_ports {clk}]

set non_clock_inputs [all_inputs -no_clocks]
set_input_delay [expr $clk_period * $clk_io_pct] -clock clk0 $non_clock_inputs
set_output_delay [expr $clk_period * $clk_io_pct] -clock clk0 [all_outputs]
</file>
==> run_results.csv <==
group,metric,value,unit
synth,ys_cells,712,
synth,syn_inst,712,
drt,postRouteAntennaNets,0,
drt,first_iter_violations,193,
final_layout,fin_util,63.3,%
min_path,hold_class,"primary input to async pin",
place,hpwl,13000,um
clock_tree,cts.reportedPaths.clkPinSlew,30,ps
drt,drc,0,
die,fp.dieH,123,um
clock_tree,cts-root-buf,"clkbuf_16",
place,gp_congestion,0.907,
final_layout,stdcell_count,1179,
status,violations,"negative setup slack",
global_routing,antenna_found_initial,0,
synth,yosys_warnings,1,
final_layout,area_growth,52.2,%
final_layout,fillers,1110,
drt,wl_per_cell,13.1,um
synth,yosysUniqueCellTypes,64,
die,core-area,14000,um2
synth,synth_flops,4,
synth,top_cells_by_count,"ha_1 (184), inv_1 (68), a21oi_1 (54)",
drt,routed-via-count,6038,
status,status,"finished with violations",
sta,setup-violations-final,5,
synth,postSynthSeqShare,1.71,%
job,warnings,40,
synth,aoi_share,21.3,%
synth,area_leaders,"ha_1 (39%), xnor2_1 (6.9%), a21oi_1 (4.6%)",
clock_tree,htreeDepth,1,
global_routing,overflow,0,
die,rows,43,
job,cap_viol_max_count,0,
die,chip_area,15100,um2
synth,xor_share,12.3,%
critical_path,worstSetupPathType,"primary input to flop",
critical_path,endpoint_kind,"flop",
power,vdd.ir_drop.worst,0.359,mV
synth,synth.avg_cell_area,8.21,um2
critical_path,path_max_fanout,4,
sta,drv_slew,0,
synth,synthTopLogicFamily,"adder cells",
synth,enable_flop_cells,0,
drt,insertedDiodeCount,0,
global_routing,grt_pass1_vias,5751,
synth,netlist.area_leader.share,39.4,%
synth,async_flop_share,100,%
clock_tree,postCtsHoldBufs,0,
final_layout,drive_above_1_share,35.5,%
synth,fa_ha_area_share,42.1,%
critical_path,crit_path_start_kind,"primary input",
place,placed_cells,1153,
synth,syn-cell-area,5840,um2
die,io_pins,85,
global_routing,grt_util_all_layers,21.1,%
sta,period_used_share,220,%
synth,synthFlopType,"dfrtp_1",
die,fp_util,41.6,%
critical_path,required,1600,ps
sta,hold_viol,0,
drt,wirelength,15500,um
drt,first_pass_iters,4,
clock_tree,cts.sinks,4,
drt,vias_per_cell,5.12,
global_routing,grt_pass1_wl,25700,um
clock_tree,clockBufferDepth,2,
global_routing,grt_max_degree,11,
synth,ys_sh_mux,0.535,%
synth,ys_sh_simple,14.0,%
sta,fin_setup_tns,-6630,ps
sta,rsz0062_at_grt,"yes",
power,p_per_area,662,nW/um2
sta,worst_slack,-1800,ps
sta,fin_crit,3300,ps
die,dieWidth,123,um
clock_tree,cts_buffers,3,
power,leakage,0.00441,uW
synth,most_common_cell,"ha_1",
critical_path,crit_arrival,3400,ps
clock_tree,cts_tree,"yes",
synth,yosys.stat.chipArea,5840,um2
sta,fmax,303,MHz
synth,top_area_cell,"ha_1",
place,io_buffers,60,
## area by class of cell
| class | instances | area (um2) | area share (%) |
|---|---|---|---|
| Multi-Input combinational cell | 633 | 5940 | 66.8 |
| Timing Repair Buffer | 291 | 2300 | 25.8 |
| Inverter | 68 | 255 | 2.87 |
| Tap cell | 180 | 225 | 2.53 |
| Sequential cell | 4 | 100 | 1.13 |
| Clock buffer | 3 | 75.1 | 0.844 |
## worst max-delay path, stage by stage
cell and delay [ps]:
buf_8 100, ha_4 270, ha_4 130, fa_2 440
a311o_1 410, xor2_2 190, ha_1 310, nand4_1 120
or4b_2 640, o31ai_1 140, inv_1 80, o211ai_1 170
a21oi_1 100
## registers in the layout (all words and copies together), names as in the netlist
signal,count
NextDisplayEnReg3,1
NextDisplayEnReg4,1
NextDisplayEnReg1,1
NextDisplayEnReg2,1
## per-layer routing
metal  wire length, um  GRT usage, %
met1              8120          31.7
met2              6850          34.4
met3               380          1.28
met4               112          1.52
met5                 0             0
## cell usage in the layout, fill, tap and decap left out, drive strengths merged, types with 5 or more instances in the layout
master,instances
a211oi,7
a21o,18
a21oi,54
a31oi,10
and3,5
buf,252
clkdlybuf4s15,7
clkdlybuf4s50,22
conb,24
dlygate4sd2,9
fa,8
ha,184
inv,68
nand2,20
nand2b,6
nand3,11
nand3b,9
nand4,9
nand4b,7
nor2,26
nor2b,18
nor3,17
nor4,5
o211ai,10
o21a,7
o21ai,37
o22ai,7
or3,6
xnor2,47
xor2,29
## where the power goes
group          switching, uW  internal [uW]
clock                   76.4            341
sequential              5.31            128
combinational           2480           2860
## stage by stage
stage | hold slack (ps) | power (uW) | worst slack, ps | instance area [um2]
2_1_floorplan | 4.41 | 3080 | -1850 | 6020
6_report | 303 | 5890 | -1800 | 8890
5_1_grt | 316 | 6560 | -1990 | 8890
4_1_cts | 307 | 5700 | -1790 | 8740
3_5_place_dp | 542 | 4940 | -2590 | 8190
3_3_place_gp | 551 | 4820 | -2480 | 8190
## cells by family (layout without fill, tap and decap cells)
family | Yosys count | in the layout
adders and majority gates | 192 | 192
AOI/OAI and AO/OA | 188 | 188
and+or+nand+nor | 148 | 148
buffers and inverters | 97 | 362
xor gates and xnor gates | 78 | 78
DFF | 4 | 4
muxes | 3 | 3
other | 2 | 24
## final timing paths
check	depth (start not counted)	start	to	slack, ps
hold / removal	1	rst	NextDisplayEnReg4	300
setup / recovery	13	dot2[1]	NextDisplayEnReg2	-1800
min in group clk0	6	dot4[4]	NextDisplayEnReg4	920
max in group asynchronous	1	rst	NextDisplayEnReg2	1000
## what timing repair did
action                                  CTS  global route
resized                                 190            33
setup buffers                            19             4
endpoints found under the setup margin    5             5
pin swaps                                85            37
Power is estimated from default activity; no workload was simulated.
